===== constraint.sdc =====
current_design calc

set clk_period 10.1
set clk_io_pct 0.2

create_clock -name clk0 -period $clk_period [get_ports {clk}]

set non_clock_inputs [all_inputs -no_clocks]
set_input_delay [expr $clk_period * $clk_io_pct] -clock clk0 $non_clock_inputs
set_output_delay [expr $clk_period * $clk_io_pct] -clock clk0 [all_outputs]

===== run.sh =====
#!/bin/bash
# OpenROAD 26Q1-2900-gdf79404cd8, Yosys 0.63+post, stock flow scripts
make -C /OpenROAD-flow-scripts/flow DESIGN_CONFIG=/design/flow/config.mk WORK_HOME=/design/flow/orfs finish

===== config.mk =====
export PLATFORM = sky130hd
export DESIGN_NAME = calc
export DESIGN_NICKNAME = calc
export VERILOG_FILES = /design/flow/design.v
export SDC_FILE = /design/flow/constraint.sdc
export NUM_CORES = 4
export LEC_CHECK = 1
export CORE_UTILIZATION = 30

===== design.v =====
module alu (
  input signed [31:0] op1,
  input signed [31:0] op2, 
  input [3:0] alu_op,
  output reg zero,
  output reg signed [31:0] result,
  output reg ovf
);
  parameter [3:0] ALUOP_LSR  = 4'b0000;   
  parameter [3:0] ALUOP_LSL  = 4'b0001;   
  parameter [3:0] ALUOP_ASR  = 4'b0010;   
  parameter [3:0] ALUOP_ASL  = 4'b0011;   
  parameter [3:0] ALUOP_ADD  = 4'b0100;   
  parameter [3:0] ALUOP_SUB  = 4'b0101;   
  parameter [3:0] ALUOP_MUL  = 4'b0110;   
  parameter [3:0] ALUOP_AND  = 4'b1000;   
  parameter [3:0] ALUOP_OR   = 4'b1001;   
  parameter [3:0] ALUOP_NOR  = 4'b1010;   
  parameter [3:0] ALUOP_NAND = 4'b1011;   
  parameter [3:0] ALUOP_XOR  = 4'b1100;   
  reg signed [63:0] temp_result;
  always @(*) begin
    case(alu_op)
      ALUOP_LSR: begin  
        result = op1 >> op2;
        ovf = 0;
      end
      ALUOP_LSL: begin  
        result = op1 << op2;
        ovf = 0;
      end
      ALUOP_ASR: begin 
        result = op1 >>> op2;
        ovf = 0;
      end
      ALUOP_ASL: begin  
        result = op1 <<< op2;
        ovf = 0;
      end
      ALUOP_ADD: begin  
        result = op1 + op2;
        ovf = (op1[31] == op2[31]) && (result[31] != op1[31]);
      end
      ALUOP_SUB: begin 
        result = op1 - op2;
        ovf = (op1[31] != op2[31]) && (result[31] != op1[31]);
      end
      ALUOP_MUL: begin  
        temp_result = op1 * op2;
        result = temp_result[31:0];
        ovf = (temp_result[63:32] != {32{temp_result[31]}});
      end
      ALUOP_AND: begin  
        result = op1 & op2;
        ovf = 0;
      end
      ALUOP_OR: begin
        result = op1 | op2;
        ovf = 0;
      end
      ALUOP_NOR: begin  
        result = ~(op1 | op2);
        ovf = 0;
      end
      ALUOP_NAND: begin  
        result = ~(op1 & op2);
        ovf = 0;
      end
      ALUOP_XOR: begin 
        result = op1 ^ op2;
        ovf = 0;
      end
      default: begin
        result = 32'b0;
        ovf = 0;
      end
    endcase
    zero = (result == 0);
  end
endmodule
module accumulator(input wire clk, 
                   input wire btnac,
                   input wire btnc,
                   input wire [15:0] alu_result_low,
                   output reg [15:0] acc_low);
    reg btnc_d;
    always @(posedge clk) btnc_d <= btnc;
    always @(posedge clk) begin
        if (btnac)
            acc_low <= 16'b0;
        else if (btnc & ~btnc_d)   
            acc_low <= alu_result_low;
    end
endmodule
module calc(input wire clk,
            input wire btnac,
            input wire btnl,
            input wire btnr,
            input wire btnc,
            input wire btnd,
            input wire [15:0] sw,
            output wire [15:0] led);
    wire signed [31:0] sw_extended;
    assign sw_extended = {{16{sw[15]}}, sw};
    wire signed [31:0] acc_res_extended;
    assign acc_res_extended = {{16{led[15]}}, led};
    wire [3:0] alu_op;
    wire signed [31:0] alu_result;
    wire zero_flag;
    wire ovf_flag;
    calc_enc alu_decoder (
        .btnl(btnl),
        .btnr(btnr),
        .btnd(btnd),
        .alu_op(alu_op)
    );
    alu alu_inst(
        .op1(acc_res_extended),
        .op2(sw_extended),
        .alu_op(alu_op),
        .zero(zero_flag),
        .result(alu_result),
        .ovf(ovf_flag)
    );
    accumulator acc_inst(
        .clk(clk),
        .btnac(btnac),
        .btnc(btnc),
        .alu_result_low(alu_result[15:0]),
        .acc_low(led)
    );
endmodule
module calc_enc(input wire btnl,
               input wire btnr,
               input wire btnd,
               output wire [3:0] alu_op);
    wire not_btnl, not_btnr, not_btnd;
    not n1 (not_btnl, btnl);
    not n2 (not_btnr, btnr);
    not n3 (not_btnd, btnd);
    wire op0_and1, op0_and2, op0_and3;
    and (op0_and1, not_btnl, btnd);
    and (op0_and2, btnl, btnr);
    and (op0_and3, op0_and2, not_btnd);
    or  (alu_op[0], op0_and1, op0_and3);
    wire op1_or1;
    or (op1_or1, not_btnr, not_btnd);
    and (alu_op[1], btnl, op1_or1); 
    wire op2_and1, op2_and2, op2_xor, op2_not;
    and (op2_and1, not_btnl, btnr);
    xor (op2_xor, btnd, btnr);
    not (op2_not, op2_xor);
    and (op2_and2, btnl, op2_not);
    or  (alu_op[2], op2_and1, op2_and2);
    wire op3_and1, op3_and2;
    and (op3_and1, btnl, btnr);
    and (op3_and2, btnl, btnd);
    or  (alu_op[3], op3_and1, op3_and2);
endmodule

==> GITHUB_STEP_SUMMARY <==
### Metrics collected by this job

| Metric | Value |
|---|---|
| CTS resizes | 0 |
| VDD IR-drop max | 0.0523 mV |
| Initial antenna violation count | 0 |
| Row cnt | about 62 |
| Synth flops | 17 |
| Leakage | roughly 4 nW |
| Final max-slew violation count | 0 |
| GPL Wtd Cong | between 0.9 and 1 |
| Max FO, Critical Path | 10 |
| WL per Instance | 22.4 um |
| Worst path cell trace | clkdlybuf4s50_1, inv_2, nor2_1, fa_1, inv_1, fa_1, fa_1, fa_1, inv_1, fa_1, inv_1, fa_1, inv_1, ha_1, a21o_1, or3_1, o2111ai_1, a21oi_1, nand3b_1, a311oi_1 |
| Ys flop type | dfxtp_1 |
| CTS Sinks | 17 |
| I/O pin total | 38 |
| Final period utilization | 78.5% |
| Yosys top cell area share | 17.9% |
| Final setup slack of the worst path | between 2 and 2.5 ns |
| Fillers | between 3k and 4k |
| Avg Synthesized Cell Area | 7.50 um^2 |
| Die Y | ~170 um |
| F_max | between 0.1 and 0.15 GHz |
| OpenROAD warning count | between 40 and 50 |
| Routed vias/inst | between 5 and 6 |
| # hold bufs at CTS | 0 |
| Die X | between 150 and 200 um |
| Root buffer cell | clkbuf_16 |
| All-Layer GR Usage | a little under a quarter |
| Non-filler cells, final | approximately 1.6k |
| Init Core Util | about 31% |
| CTS Buf Count | 3 |
| DRT Pass-1 Iters | 5 |
| Critical path required time | slightly above 10 ns |
| CP Launch Type | input port |
| Minimum clock period | around 7.9 ns |
| Post-synth EDFFs | 0 |
| Reg-to-Reg Start | acc_inst.acc_low[6] |
| Yosys cell count | around 1.2k |
| Worst-Skew Late Latency | approximately 0.27 ns |
| Vias in the first global route | between 8k and 9k |
| Area delta synth->final | 9.48% |
| Post-CTS Setup Inserts | 0 |
| Hold WC Path Type | reg -> reg |
| Diode count | 0 |
| CTS tree | yes |
| Top cells by area, synth | fa_1, ha_1, inv_1, nand2_1, nor2_1 |
| Distinct cell type count after synthesis | 85 |
| Highest-delay cell along the critical path | clkdlybuf4s50_1 |
| Slew @ Worst Pin | just over 0.8 ns |
| Antenna-violating nets left | 0 |
| Area of the mapped netlist | 0.00885 mm^2 |
| Hold Fails Final Rpt | 0 |
| Met3 Usage GRT | under 10% |
| Maximum number of pins on one net before global-route repair | around 49 |
| PwrDens | around 50 mW/mm^2 |
| Yosys warnings | 2 |
| 1st-iter DRT viols | between 1k and 1.5k |
| Synth area leader | fa_1 |
| Post-Synthesis Cells | around 1.2k |
| Max-Cap Viols | 0 |
| RSZ-0062 raised after global routing | no |
| Critical path type | in -> reg |
| Via count | about 8.9k |
| Die area | just over 0.03 mm^2 |
| Slew headroom | 43.4% |
| Global route overflow | 0 |
| WHS | ~0.71 ns |
| Critical path arrival | 8.10 ns |
| Post-synth seq share | about 3.8% |
| Async SR Flop Fraction | 0% |
| Final Skew | 0.00577 ns |
| Hold Crit Start | acc_inst.acc_low[14] |
| Crit path from | sw[5] |
| Routing usage on met2 | 34.5% |
| Yosys synthesis chip area | 0.00885 mm^2 |
| Placed insts | between 1.5k and 2k |
| Worst-path clk slew | roughly 0.07 ns |
| Port Buffer Count | 37 |
| Met1 global-route usage | between 30% and 40% |
| Setup TNS | 0 ns |
| Status | finished, final reports clean |
| Total core area | 0.0289 mm^2 |
| Routed WL | approximately 35,000 um |
| Max clock buf depth | 2 |
| Final setup vio count | 0 |
| H-tree lvl count | 1 |
| First-pass GRT wire length | 53,400 um |
| Global route hottest layer | met1 |
| HPWL after DPL | approximately 26,000 um |
| Most common cell on crit path | fa_1 |
| Crit path capture type | register |
| DRC | 0 |
| Pre-CTS worst setup slack | just under 2 ns |
| Share of layout cells above drive strength 1 | 6.81% |
| Largest incremental delay on the critical path | approximately 0.9 ns |
-- path summary, 6_finish.rpt --
kind	slack (ns)	cells after the start	endpoint
setup / recovery	2.17	20	acc_inst.acc_low[15]
setup reg to reg	4.20	19	acc_inst.acc_low[15]
hold reg to reg	0.71	3	acc_inst.acc_low[14]
hold / removal	0.71	3	acc_inst.acc_low[14]
-- registers in the layout, summed over array words and instances (netlist names) --
name              count
acc_inst.acc_low     16
acc_inst.btnc_d       1
-- cell families after synthesis --
group	synth area share, %
AND/OR/NAND/NOR	18.5
adder cells (fa/ha/maj)	33.7
AND-OR/OR-AND	20.1
flip-flops	3.84
XOR/XNOR	6.09
buffers and inverters	10.8
multiplexers	7.00
-- metal layers --
layer / vias to the layer above / wire length (um)
met5: - / 0
met4: 0 / 1620
met3: 112 / 3610
met2: 524 / 14800
met1: 4231 / 14900
li1: 4025 / -
-- power breakdown --
| part | internal, W | switching (W) | total [W] |
|---|---|---|---|
| combinational | 0.000118 | 0.000204 | 0.000322 |
| sequential | 0.0000693 | 0.00000329 | 0.0000726 |
| clock | 0.0000535 | 0.0000386 | 0.0000921 |
-- area by class of cell --
| cell class | instances | area (um^2) | area share (%) |
|---|---|---|---|
| clock inverters | 1 | 5.00 | 0.0516 |
| clock buffers | 3 | 75.1 | 0.775 |
| well taps | 384 | 480 | 4.96 |
| multi-input cells | 920 | 7570 | 78.1 |
| repair buffers | 69 | 596 | 6.15 |
| flip-flops and latches | 17 | 340 | 3.51 |
| inverters | 165 | 622 | 6.42 |
-- critical path, delay by kind of cell --
kind / cells / cell delay (ns)
buffers and inverters: 6 / 1.39
AND/OR/NAND/NOR: 3 / 0.69
adder cells (fa/ha/maj): 7 / 3.22
AND-OR/OR-AND: 4 / 0.77
-- cells in the mapped netlist, types with 4 or more instances --
library cell / instances
clkbuf_1: 52
nor3_1: 23
nand2b_1: 8
o21a_1: 8
o211ai_1: 15
a311oi_1: 4
o221ai_1: 4
nand3_1: 16
dfxtp_1: 17
a31oi_1: 14
a222oi_1: 6
inv_2: 5
o21ai_0: 35
mux2i_1: 18
ha_1: 112
a21oi_1: 60
nor2_1: 130
nand3b_1: 5
fa_1: 79
mux4_2: 18
buf_2: 12
o31ai_1: 10
o21ai_1: 13
inv_1: 158
nand2_1: 145
or3_1: 6
o22ai_1: 5
a21o_1: 9
a221oi_1: 21
nor4_1: 8
o2111ai_1: 4
buf_1: 10
xor2_1: 9
or2_1: 5
xnor2_1: 50
a211oi_1: 12
-- layout by cell type, fill, tap and decap left out, types with 4 or more instances in the layout --
| cell type | instances |
|---|---|
| a211oi_1 | 12 |
| a21o_1 | 9 |
| a21oi_1 | 60 |
| a221oi_1 | 21 |
| a222oi_1 | 6 |
| a311oi_1 | 4 |
| a31oi_1 | 14 |
| buf_4 | 32 |
| clkdlybuf4s50_1 | 34 |
| dfxtp_1 | 17 |
| fa_1 | 79 |
| ha_1 | 112 |
| inv_1 | 158 |
| inv_2 | 5 |
| mux2i_1 | 18 |
| mux4_2 | 18 |
| nand2_1 | 145 |
| nand2b_1 | 8 |
| nand3_1 | 16 |
| nand3b_1 | 5 |
| nor2_1 | 130 |
| nor3_1 | 23 |
| nor4_1 | 7 |
| o2111ai_1 | 4 |
| o211ai_1 | 15 |
| o21a_1 | 8 |
| o21ai_0 | 35 |
| o21ai_1 | 13 |
| o221ai_1 | 4 |
| o22ai_1 | 5 |
| o31ai_1 | 10 |
| or2_1 | 5 |
| or3_1 | 6 |
| xnor2_1 | 50 |
| xor2_1 | 9 |
-- stage by stage --
| step | power (W) | area (um^2) | utilization (%) |
|---|---|---|---|
| final | 0.000487 | 9690 | 33.6 |
| after CTS | 0.000481 | 9690 | 33.6 |
| after floorplan | 0.000284 | 8850 | - |
| after detailed placement | 0.000388 | 9610 | 33.3 |
| after global placement | 0.000389 | 9610 | 33.3 |
| after global routing | 0.000519 | 9690 | 33.6 |
No activity file was given, so power comes from the tool's default toggle rates.
